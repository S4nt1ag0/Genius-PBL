[flow/design.v]
package typedefs_pkg;
    parameter VERSION = "1.1";
    localparam STATE_WITH = 9;
    localparam DATA_WIDTH = 2;
    localparam DIFICULTY_WIDTH = 2;
    localparam ADDR_WIDTH = 5;
    localparam LFSR_WIDTH = 16;
    localparam COLOR_CODEFY_W = 2;
        typedef enum logic [STATE_WITH-1:0] {
        IDLE,
        GET_NEXT_SEQUENCE_ITEM,
        SHOW_SEQUENCE,
        CLEAN_SEQUENCE,
        GET_PLAYER_INPUT,
        COMPARISON,
        DEFEAT,
        EVALUATE,
        VICTORY
        } state_t;
endpackage
module memory_module
#(parameter ADDR_WIDTH = 5, parameter DATA_WIDTH = 8)
(
    input logic clk,
    input logic read,
    input logic write,
    input logic [ADDR_WIDTH-1:0] addr,
    input logic [DATA_WIDTH-1:0] data_in,
    output logic [DATA_WIDTH-1:0] data_out
);
logic [DATA_WIDTH-1:0] mem_block [0:(2**ADDR_WIDTH)-1];
always_ff @(posedge clk) begin: write_or_read
if(write==1 && read == 0)
    mem_block[addr] <= data_in;
else if(write == 0 && read == 1)
    data_out <= mem_block[addr];
end
endmodule
[flow/run.sh]
#!/bin/bash
# OpenROAD 26Q1-2900-gdf79404cd8, Yosys 0.63+post, stock flow scripts
make -C /OpenROAD-flow-scripts/flow DESIGN_CONFIG=/design/flow/config.mk WORK_HOME=/design/flow/orfs finish
[flow/config.mk]
export PLATFORM = sky130hd
export DESIGN_NAME = memory_module
export DESIGN_NICKNAME = memory_module
export VERILOG_FILES = /design/flow/design.v
export SDC_FILE = /design/flow/constraint.sdc
export NUM_CORES = 4
export LEC_CHECK = 1
export CORE_UTILIZATION = 30
[flow/constraint.sdc]
current_design memory_module

set clk_period 3.1
set clk_io_pct 0.2

create_clock -name clk0 -period $clk_period [get_ports {clk}]

set non_clock_inputs [all_inputs -no_clocks]
set_input_delay [expr $clk_period * $clk_io_pct] -clock clk0 $non_clock_inputs
set_output_delay [expr $clk_period * $clk_io_pct] -clock clk0 [all_outputs]
==> impl_metrics.toml <==
# yosys + openroad results
[min_path]
min_path_cells = 4
holdPathEnd = "data_out[2]"
hold_class = "flip-flop to flip-flop"
hp-start = "mem_block[1][2]"

[worst_setup_path]
crit_type = "input pin to flip-flop"
cp.arrival_ps = 2760
timing.rr.start = "mem_block[15][4]"
crit_required_ps = 3370
r2r_setup_slack_ps = 1270
cp_max_fo = 16
endpoint_kind = "flip-flop"
reg2reg_depth = 5
timing.critical_path.from_type = "input pin"
reg2reg_to = "data_out[4]"

[cts]
cts_buffer_depth = 3
ctsHtreeMaxLevel = 1
numCtsBuffers = 28
holdBufCountCts = 0
clock_latency_ps = 530
cts_resized = 0
clk_pin_slew_ps = 60
post-cts-setup-buffers = 0
cts_tree = "done"
cts-root-buf = "clkbuf_16"
cts_sinks = 264

[logic_synthesis]
edf_count = 264
syn_area_mm2 = 0.0103
synth_warnings = 1
synth.top_cell.area_share_pct = 77.0
largest_area_cell = "edfxtp_1"
ys_types = 24
top_cell = "edfxtp_1"
yosys-top-cells-count = "edfxtp_1, mux2i_1, o22ai_1"
ys_seq_share_pct = 77.0
yosys_area_mm2 = 0.0103
synthCells = 580
ff_type = "edfxtp_1"
synth.area.top_cells = "edfxtp_1, mux2i_1, o22ai_1"
yosys_cells = 580
ys_async_sr_fraction_pct = 0
syn_area_per_cell_um2 = 17.8
ys_seq_elements = 264

[outcome]
status = "finished clean"

[final_timing]
tns_ps = 0
maxSlewViolCount = 0
finClkSkew_ps = 9.88
worstMarginPinSlew_ps = 710
rsz0062_at_grt = "false"
relSlewSlack_pct = 52.6
setup_viol = 0
clock.fmax_mhz = 401
post-route-min-period_ps = 2490
hold_violations = 0
fin_crit_sh_pct = 80.4

[power]
leakagePower_nw = 4.23
p_per_area_mw_per_mm2 = 615
ir_worst_vdd_v = 0.000547

[finish]
final_layout_size_suffix_gt1_share_pct = 15.4
syn2layout_area_growth_pct = 19.4
final_area_mm2 = 0.0123

[routing]
drc = 0
ant_nets = 0
wire_per_inst_um = 20.0
routed-via-count = 5421
antennaDiodeCount = 0
drt_iter0_markers = 411
vias_per_cell = 4.81
wirelength_um = 22600
drtPass1Iterations = 5

[floorplan]
die_h_um = 187
num_rows = 67
die_area_mm2 = 0.0351
die_x_um = 187
core_area_mm2 = 0.0336
initCoreUtil_pct = 30.6
ios = 24

[global_route]
overflow = 0
antenna_found_initial = 0
grt.total_usage_pct = 13.8
grt_max_degree = 36
grt_pass1_wl_um = 34000
grt_pass1_vias = 5488

[placement]
post_dp_cell_area_mm2 = 0.0114
gp_congestion = 0.887
port_buffers = 23
hpwl_um = 14900

[run]
warnings = 25
cap_violations = 0
==> cell type report <==
class / instances / area (um2)
clock buffer: 33 / 741
fill: 3038 / 21300
clock inverter: 19 / 165
tap: 448 / 561
timing repair buffer: 83 / 707
multi-input combinational: 281 / 2190
sequential: 264 / 7930
==> flip-flops by register name, summed over array words and instances, names as in the netlist <==
register and flops:
data_out 8, mem_block 256
==> placed cells by master (no fill, tap or decap), drive strengths merged <==
| cell type | instances |
|---|---|
| clkdlybuf4s50 | 22 |
| or4 | 1 |
| nand2 | 12 |
| nand2b | 1 |
| or4b | 4 |
| nand3b | 2 |
| edfxtp | 264 |
| nor2 | 31 |
| or4bb | 2 |
| inv | 1 |
| nand3 | 1 |
| nand4bb | 4 |
| o22ai | 64 |
| clkinv | 15 |
| or3b | 2 |
| nand4b | 5 |
| nor4 | 16 |
| nor3 | 4 |
| buf | 61 |
| or3 | 2 |
| mux2i | 128 |
| clkbuf | 33 |
| nor2b | 1 |
| bufinv | 3 |
| nand4 | 1 |
==> worst max-delay path, cell delays in order <==
cell and delay (ps):
clkdlybuf4s50_1 640, buf_4 270, nand4_1 230, o22ai_1 150, nor4_1 590, buf_4 210
nand2_1 50
==> where the power goes <==
| part | switching [mW] | leakage [nW] | internal [mW] |
|---|---|---|---|
| registers | 0.0103 | 2.38 | 3.96 |
| clock network | 1.29 | 0.451 | 1.95 |
| logic | 0.217 | 1.40 | 0.140 |
==> kinds of logic (layout without fill, tap and decap cells) <==
| group | after synthesis | in the layout | synth area share, % |
|---|---|---|---|
| DFF | 264 | 264 | 77.0 |
| muxes | 128 | 128 | 12.4 |
| and+or+nand+nor | 89 | 89 | 4.98 |
| AOI/OAI and AO/OA | 64 | 64 | 3.89 |
| buffers and inverters | 35 | 135 | 1.69 |
==> routing by layer <==
layer	global-route usage, %	up-vias	share of wire (%)	routed length, um
li1	-	2504	-	-
met1	19.1	2672	40	9100
met2	21.5	205	48	10700
met3	5.50	40	9.6	2170
met4	2.93	0	2.6	581
met5	0	-	0	0
==> worst max path at each step <==
stage | start | end | slack (ps) | depth (start not counted)
6_report | addr[0] | data_out[4] | 610 | 7
5_1_grt | addr[0] | data_out[4] | 510 | 7
4_1_cts | addr[3] | data_out[1] | 750 | 6
==> metrics by stage <==
stage / power, mW / std cells / hold slack, ps / setup WS, ps / utilization (%)
finish: 7.57 / 1128 / 722 / 609 / 36.6
global route: 7.78 / 1128 / 777 / 512 / 36.6
CTS: 7.62 / 1128 / 727 / 746 / 36.6
detailed placement: 4.41 / 1076 / 713 / 185 / 33.9
global placement: 4.40 / 1076 / 716 / 203 / 33.9
floorplan: 4.22 / 580 / 651 / 646 / -
Power and IR drop assume default switching activity.
