`config.mk`:
```
export PLATFORM = sky130hd
export DESIGN_NAME = freq_divider
export DESIGN_NICKNAME = freq_divider
export VERILOG_FILES = /design/flow/design.v
export SDC_FILE = /design/flow/constraint.sdc
export NUM_CORES = 4
export LEC_CHECK = 1
export CORE_UTILIZATION = 30
```
`constraint.sdc`:
```
current_design freq_divider

set clk_period 7.1
set clk_io_pct 0.2

create_clock -name clk0 -period $clk_period [get_ports {clk}]

set non_clock_inputs [all_inputs -no_clocks]
set_input_delay [expr $clk_period * $clk_io_pct] -clock clk0 $non_clock_inputs
set_output_delay [expr $clk_period * $clk_io_pct] -clock clk0 [all_outputs]
```
`design.v`:
```
package typedefs_pkg;
    parameter VERSION = "1.1";
    localparam STATE_WITH = 9;
    localparam DATA_WIDTH = 2;
    localparam DIFICULTY_WIDTH = 2;
    localparam ADDR_WIDTH = 5;
    localparam LFSR_WIDTH = 16;
    localparam COLOR_CODEFY_W = 2;
        typedef enum logic [STATE_WITH-1:0] {
        IDLE,
        GET_NEXT_SEQUENCE_ITEM,
        SHOW_SEQUENCE,
        CLEAN_SEQUENCE,
        GET_PLAYER_INPUT,
        COMPARISON,
        DEFEAT,
        EVALUATE,
        VICTORY
        } state_t;
endpackage
`timescale 1ns / 1ps
module freq_divider #(
    parameter int CLK_FREQ = 100000000
)(
    input  logic clk,         
    input  logic rst_n,       
    input  logic select_2s,     
    output logic time_pulse    
);
    localparam int COUNT_1S = CLK_FREQ - 1;
    localparam int COUNT_2S = (2 * CLK_FREQ) - 1;
    logic [32:0] counter;
    always_ff @(posedge clk or negedge rst_n) begin
        if (!rst_n) begin
            counter <= '0;          
            time_pulse <= 1'b0;
        end
        else begin
            if ((!select_2s && (counter == COUNT_1S)) || 
                (select_2s && (counter == COUNT_2S))) begin
                counter <= '0;
                time_pulse <= 1'b1;
            end
            else begin
                counter <= counter + 1;
                time_pulse <= 1'b0;
            end
        end
    end
endmodule
```
`run.sh`:
```
#!/bin/bash
# OpenROAD 26Q1-2900-gdf79404cd8, Yosys 0.63+post, stock flow scripts
make -C /OpenROAD-flow-scripts/flow DESIGN_CONFIG=/design/flow/config.mk WORK_HOME=/design/flow/orfs finish
```
==> metrics.csv <==
metric;value;unit
status;finished clean;
hold buffers post-CTS;0;
chip area;6452;µm²
metal3 WL;100;µm
initial DRC count;93;
CORE AREA;5921;µm²
Most used DFF post-synth;dfrtp_1;
row cnt;28;
Max-area cell share;0.4623;
Yosys Instances;183;
slowest CP cell;a2111oi_4;
Root Buffer;clkbuf_8;
Power Density;184.8;nW/µm²
most common logic cells in the final layout;dfrtp_1 (34), nand3_1 (16), nand4_1 (14);
Via Count;1399;
Die Wd;80.33;µm
largest net degree at the start of global routing;35;
number of max-cap violations;0;
cycle use final;0.4747;
Yosys Chip Area;1841;µm²
H-tree depth;2;
Layout Skew;8.510;ps
slew margin rel.;0.5956;
drt drc;0;
Hold Path Class;flip-flop to flip-flop;
Antenna Cells;0;
final wirelength;3770;µm
Leakage;0.8057;nW
total CTS buffers;5;
TNS Setup;0;ps
CTS tree;yes;
slowest stage delay, CP;590;ps
clock slew at reported path FFs;60;ps
WL met1;1958;µm
most used logic cell in the final layout;dfrtp_1;
RR Startpoint;counter[20];
share of cells above drive strength 1;0.1022;
vias in the first global route;1336;
Avg WL per Cell;14.44;µm
gr ovfl total;0;
non-filler cells in the finished layout;261;
Placed Cells;253;
Post-synth regs;34;
All-Layer GR Usage;0.1315;
critical path class;primary input to flip-flop;
PostCTS Resize Cnt;0;
post-layout min period;3371;ps
crit-path max FO;15;
Port Buffers;3;
endpoints failing hold;0;
Cell Type Count;40;
Clock Latency Late Sink;290;ps
startpoint types;primary input;
Slew @ Worst Pin;606.5;ps
CP cell instances;clkdlybuf4s50_1 -> nand4b_1 -> or4_4 -> a2111oi_4 -> buf_4 -> nor2_1;
Floorplan Utilization;0.3109;
setup bufs post-CTS;0;
met2 wire length;1681;µm
synthesized area;1841;µm²
Avg Synthesized Cell Area;10.06;µm²
initial antenna violation count;0;
Post-DRT Antenna Nets;0;
Post-synth ARST share;1.000;
min-delay src;counter[32];
VDD IR max;0.06259;mV
Layout area overhead;9.517;%
crit end category;flip-flop;
tool warnings;25;
Top Ports;4;
vias per cell;5.360;
post-synth top area cell;dfrtp_1;
CTS sink cnt;34;
Required @ worst endpoint;7270;ps
Slew Limit Fails;0;
Die H;80.33;µm
Top Layer Used;met4;
Buf+Inv Stages, Crit Path;2;
gpl congestion;0.8039;
count of library flops with an enable pin;0;
YS warnings;1;
Pre-Repair DR Iteration Count;4;
Top delay family on crit path;buffers and inverters;
RSZ-0062 raised after global routing;no;
sequential cell area fraction in the yosys report;0.4623;
top cells by area;dfrtp_1 (46%), xor2_1 (5.2%), nand4_1 (4.8%);
Worst Setup SP;select_2s;
buffer depth of the longest clock path;2;
setup violators final;0;
Detail Placement HPWL;2591;µm
first-pass GRT wire length;6472;µm
CP arrival;3540;ps
Fmax;296.7;MHz
Mapped Cells;183;
[stage by stage]
stage / hold WS, ps / area (µm²) / util / power [mW] / setup WS [ps]
5_1_grt: 491.9 / 2016 / 0.3404 / 0.3855 / 3666
2_1_floorplan: 433.6 / 1841 / - / 0.1974 / 4303
3_3_place_gp: 453.2 / 1907 / 0.3221 / 0.2028 / 3478
6_report: 468.7 / 2016 / 0.3404 / 0.3724 / 3730
4_1_cts: 467.4 / 2016 / 0.3404 / 0.3762 / 3742
3_5_place_dp: 452.9 / 1907 / 0.3221 / 0.2028 / 3435
[layout make-up]
| type | instances | area (µm²) |
|---|---|---|
| tap | 75 | 93.84 |
| multi-input combinational | 137 | 909.6 |
| fill | 586 | 3905 |
| sequential | 34 | 850.8 |
| inverter | 2 | 7.507 |
| clock buffer | 5 | 68.82 |
| clock inverter | 3 | 40.04 |
| timing repair buffer | 5 | 45.04 |
[layer usage]
layer / GRT usage / up-vias
li1: - / 696
met2: 0.2009 / 11
met3: 0.02768 / 4
met5: 0 / -
met1: 0.2019 / 688
met4: 0.01250 / 0
[final timing paths]
| check | endpoint | depth (start not counted) | slack, ps |
|---|---|---|---|
| hold reg to reg | counter[32] | 1 | 470 |
| max in group asynchronous | counter[29] | 2 | 5230 |
| hold / removal | counter[32] | 1 | 470 |
| setup / recovery | counter[3] | 6 | 3730 |
| min in group asynchronous | time_pulse | 2 | 1550 |
| setup reg to reg | counter[3] | 5 | 4580 |
[logic make-up (layout without fill, tap and decap cells)]
| logic type | count (synthesis) | after routing | synth area share |
|---|---|---|---|
| simple gates | 91 | 91 | 0.3066 |
| buf+inv | 12 | 15 | 0.04350 |
| compound gates | 27 | 27 | 0.09517 |
| flops | 34 | 34 | 0.4623 |
| xor+xnor | 18 | 18 | 0.08566 |
| fa+ha+maj | 1 | 1 | 0.006797 |
[power by group]
group / switching, mW / internal, mW / total [mW]
clock network: 0.0704 / 0.103 / 0.174
logic: 0.00386 / 0.00133 / 0.00518
registers: 0 / 0.194 / 0.194
total: 0.0742 / 0.298 / 0.372
[sequential cells by signal, summed over array words and instances (netlist names)]
| register | cells |
|---|---|
| time_pulse | 1 |
| counter | 33 |
[worst reg2reg max path: stages (launching register included)]
cell and delay [ps]:
dfrtp_1 450, or4b_1 510, or4_4 440, a2111oi_4 590, buf_4 330, nor2_1 70
[synth_stat cells (2+ instances only)]
library cell and instances:
and4_1 6, inv_1 2, nand3_1 16, nand4b_1 3, nor4_1 3, nor4b_1 2
o31ai_1 4, nor2_1 11, o21ai_0 7, nor3_1 2, nand4_1 14, clkbuf_1 3
xnor2_1 7, or3_1 5, nand2_1 7, buf_6 4, xor2_1 11, dfrtp_1 34
a21oi_1 13, or4_1 4, and3_1 6
Power figures rest on the tool's default switching activity, not on a simulated workload.
