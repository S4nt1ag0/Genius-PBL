==> ./design.v <==
package typedefs_pkg;
    parameter VERSION = "1.1";
    localparam STATE_WITH = 9;
    localparam DATA_WIDTH = 2;
    localparam DIFICULTY_WIDTH = 2;
    localparam ADDR_WIDTH = 5;
    localparam LFSR_WIDTH = 16;
    localparam COLOR_CODEFY_W = 2;
        typedef enum logic [STATE_WITH-1:0] {
        IDLE,
        GET_NEXT_SEQUENCE_ITEM,
        SHOW_SEQUENCE,
        CLEAN_SEQUENCE,
        GET_PLAYER_INPUT,
        COMPARISON,
        DEFEAT,
        EVALUATE,
        VICTORY
        } state_t;
endpackage
`timescale 1ns / 1ps
module seed_generate
#(parameter SEED_WIDTH = 16)
(
    input  logic clk,              
    input  logic rst_n,            
    input  logic load_seed,        
    output logic [SEED_WIDTH-1:0] seed_out   
);
    logic [SEED_WIDTH-1:0] counter;
    logic [SEED_WIDTH-1:0] seed_reg;
    always_ff @(posedge clk or negedge rst_n) begin
        if (!rst_n)
            counter <= 0;
        else
            counter <= counter + 1;
    end
    always_ff @(posedge clk or negedge rst_n) begin
        if (!rst_n)
            seed_reg <= 0;
        else if (load_seed)
            seed_reg <= counter;
    end
    assign seed_out = seed_reg;
endmodule
==> ./run.sh <==
#!/bin/bash
# OpenROAD 26Q1-2900-gdf79404cd8, Yosys 0.63+post, stock flow scripts
make -C /OpenROAD-flow-scripts/flow DESIGN_CONFIG=/design/flow/config.mk WORK_HOME=/design/flow/orfs finish
==> ./config.mk <==
export PLATFORM = sky130hd
export DESIGN_NAME = seed_generate
export DESIGN_NICKNAME = seed_generate
export VERILOG_FILES = /design/flow/design.v
export SDC_FILE = /design/flow/constraint.sdc
export NUM_CORES = 4
export LEC_CHECK = 1
export CORE_AREA = 10 10 95 95
export DIE_AREA = 0 0 105 105
==> ./constraint.sdc <==
current_design seed_generate

set clk_period 3.8
set clk_io_pct 0.2

create_clock -name clk0 -period $clk_period [get_ports {clk}]

set non_clock_inputs [all_inputs -no_clocks]
set_input_delay [expr $clk_period * $clk_io_pct] -clock clk0 $non_clock_inputs
set_output_delay [expr $clk_period * $clk_io_pct] -clock clk0 [all_outputs]
==> run notes <==
The synthesis and PnR run went through. The congestion estimate from routability-driven global placement came to approximately 0.75. Number of library cell types mapped by synthesis landed at 15. Register area landed at roughly 800 um2.

Of the cells placed in the final design, the portion with a size suffix greater than 1 is 0.239. The worst setup path is launched from an input port. Setup clock skew after layout landed at 0.00356 ns.

The share of total power dissipated in combinational logic is 0.035. Share of the clock period used by the worst path after layout landed at 0.523. Fraction of power spent switching nets landed at 0.197. Final count of negative-setup-slack endpoints landed at 0.

Average size of a mapped cell landed at 14.2 um2. Total power landed at slightly below 600 uW. The worst register-to-register path ends at counter[13]$_DFF_PN0_. Global-route wire length before repair landed at 3800 um. Yosys stat counts about 91 cells in the synthesized netlist.

Buffers placed on the I/O ports in this run total 18. The run finished with clean final reports. Internal power comes to approximately 470 uW. Routed via count landed at 737. According to the timing report, the arrival time at the worst endpoint equals 2.14 ns. Placed instance area landed at 1590 um2.

The tree built by TritonCTS fans out to 32 sinks. Upper clock frequency limit landed at 503 MHz. Cell depth of the worst hold path landed at 1. Actual transition at the worst max-transition pin landed at 0.772 ns. TritonRoute reported its final design rule violation total as 0.

Vertical die dimension landed at 105 um. Detailed-route iteration 0 reported a violation count of 27. Required time of the critical path landed at 3.96 ns. Setup repair after global routing left no endpoint under its margin. Per the CTS log, the root buffer master is sky130_fd_sc_hd__clkbuf_8. In this run the maximum-capacitance check reported violations numbering 0. For hold timing, the worst endpoint is counter[15]$_DFF_PN0_. Per the post-route antenna check, the number of violating nets is 0.

Summed instance area of the synthesized netlist landed at 1290 um2. Once layout is complete, the utilization of the core stands at 0.240. The power report attributes to the clock group a share of 0.378.

Multi-input combinational cell area landed at 470 um2. Final design instance area without fill landed at 1660 um2. Row count landed at 30. Number of optimization iterations in the first detailed-route pass landed at 2. The warning tally printed by Yosys for this design is 1. In this run the worst hold path is classified as reg -> reg. Counting only logic cells after layout, the most numerous master is sky130_fd_sc_hd__dfrtp_1. The stage logs contain a warning count of 25. The synthesis report lists the most area-consuming cells as sky130_fd_sc_hd__dfrtp_1 62%, sky130_fd_sc_hd__mux2_2 14%, sky130_fd_sc_hd__xor2_1 6.8%, sky130_fd_sc_hd__nor4_2 3.9%, sky130_fd_sc_hd__xnor2_1 2.7%. Leaving out fill and tap cells, the most frequent cells in the layout are 32 x sky130_fd_sc_hd__dfrtp_1, 18 x sky130_fd_sc_hd__clkdlybuf4s50_1, 16 x sky130_fd_sc_hd__mux2_2. The worst pin sits at a relative slew slack of 0.483.

Worst setup slack after placement landed at between 1.5 and 2 ns. Starting utilization of the core area landed at 0.187. Post-DP HPWL landed at 1580 um.

Cts-stage hold buffer count landed at 0. Together, buffers and inverters on the worst path number 1. According to the floorplan report, the placeable core area is 6910 um2.

The critical path goes through clkdlybuf4s50_1 > mux2_2. Final worst slack landed at 1.81 ns. In this run the count of I/O pins placed on the die edge is 19.

The launch point of the worst register-to-register path is recorded as counter[2]$_DFF_PN0_. TritonCTS built the clock tree. Looking at area per cell type in the netlist, the leader is sky130_fd_sc_hd__dfrtp_1. Total global-route track usage over all layers is 0.0417.

Of the post-synthesis cell area, the dominant cell type holds 0.620. The floorplan step set the die width to between 100 and 150 um. Setup slack on the worst flop-to-flop path landed at around 2.5 ns. The slowest stage of the critical path is the sky130_fd_sc_hd__clkdlybuf4s50_1 cell. The most critical hold endpoint after final layout shows a slack of 0.469 ns. The final timing report derives a shortest allowable period of slightly below 2 ns.

Buffer levels on the longest clock path landed at 2. The routed design shows a wire length per standard cell of 10.5 um. Maximum VDD drop landed at between 0.1 and 0.15 mV. Relative area change from synthesis to final layout landed at 28.5%. The number of setup buffers added after CTS is 0.

The later pin in the worst-skew pair is clocked with a latency of 0.27 ns. Post-cts resize count landed at 0. The worst setup path is captured at a flop.

Number of global-route vias before repair landed at between 700 and 800. In the final report, the number of hold violations comes to 0. Proportion of synthesized chip area in sequential cells landed at 0.620.

Count of pins over their slew limit landed at 0. The final layout contains routed wiring with a total length of 2200 um. The CTS report gives the tree buffer count as 5. Number of cells in the finished layout apart from fillers landed at 209. Worst-case reg-to-reg path depth landed at 3. For this design the ratio of total power to cell area is 353 nW/um2. Net switching component of the power landed at 116 uW. In the routed layout, each cell is associated on average with a via count of 3.53. Number of fill cells landed at 751. The chip occupies 11,000 um2. Along the worst path, the maximum fanout reaches 16.

The initial antenna violation count was 0. Counting every instance in the synthesized netlist gives 91. The share of total power dissipated in sequential elements is 0.587. In this run, synthesis produced a sequential element count of 32.

Clock transition at the register clock pins on the worst setup and hold paths after CTS landed at 0.05 ns. The critical path is of the in -> reg type. Per the GRT congestion report, total overflow comes to 0.

The launch point of the worst min-delay path is recorded as counter[15]$_DFF_PN0_. Summed over all failing endpoints, the final setup total negative slack is 0 ns. Largest net degree at the start of global routing landed at 33. Delay of the slowest cell on the worst path landed at 0.97 ns.

Number of levels the H-tree was split into landed at 2. Number of inserted diodes landed at 0. Broken down by cell family, the worst path's largest delay share belongs to buffers and inverters. In this run, placement finished with an instance count of around 200.

Per the OpenROAD power report, leakage power amounts to 0.714 nW. Area figure in the yosys stat output landed at approximately 1300 um2.
power groups by stage:
stage	Clock [mW]	Sequential [mW]	Combinational, mW
CTS	0.231	0.344	0.0217
global route	0.248	0.344	0.0235
finish	0.222	0.344	0.0206
cell type report:
type                    instances  area share
well taps                      96      0.0724
flip-flops and latches         32       0.483
clock buffers                   5      0.0415
repair buffers                 19       0.113
multi-input cells              54       0.284
inverters                       3     0.00679
per-layer routing:
layer  GRT usage  routed length [um]  up-vias
li1            -                   -      363
met4     0.00784                  53        0
met3      0.0242                 224        8
met2      0.0627                 933       17
met1      0.0514                 992      349
met5           0                   0        -
cell families (layout without fill, tap and decap cells):
| group | Yosys count | after routing | share of synthesized area |
|---|---|---|---|
| XOR/XNOR | 14 | 14 | 0.0950 |
| adder cells (fa/ha/maj) | 1 | 1 | 0.00969 |
| buffers and inverters | 5 | 27 | 0.0155 |
| flip-flops | 32 | 32 | 0.620 |
| multiplexers | 16 | 16 | 0.140 |
| AND/OR/NAND/NOR | 23 | 23 | 0.120 |
Yosys cell counts:
cell                       count
sky130_fd_sc_hd__dfrtp_1      32
sky130_fd_sc_hd__mux2_2       16
sky130_fd_sc_hd__xor2_1       10
sky130_fd_sc_hd__nand3_1       5
sky130_fd_sc_hd__nand2_1       4
sky130_fd_sc_hd__nor3_1        4
sky130_fd_sc_hd__nor4_2        4
sky130_fd_sc_hd__xnor2_1       4
sky130_fd_sc_hd__inv_1         3
sky130_fd_sc_hd__nor2_1        3
sky130_fd_sc_hd__nand4_1       2
sky130_fd_sc_hd__buf_2         1
sky130_fd_sc_hd__clkbuf_1      1
sky130_fd_sc_hd__ha_1          1
sky130_fd_sc_hd__nand4_4       1
worst max-delay path by stage:
stage	startpoint	end	slack (ns)	cells past startpoint
CTS	load_seed	seed_reg[6]$_DFFE_PN0P_	1.81	2
global route	load_seed	seed_reg[6]$_DFFE_PN0P_	1.74	2
finish	load_seed	seed_reg[6]$_DFFE_PN0P_	1.81	2
Power figures rest on the tool's default switching activity, not on a simulated workload.
